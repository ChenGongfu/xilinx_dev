<file path="design/flow/design.v">
module fsm_format1(
    input clk,
    input rst_n,
    input [1:0] X,
    output reg [1:0] Y
);
reg [2:0] current_state;
localparam money_00 = 3'b000;
localparam money_05 = 3'b001;
localparam money_10 = 3'b010;
localparam money_15 = 3'b100;
localparam money_20 = 3'b101;
always@(posedge clk or negedge rst_n)
begin
    if(!rst_n)
        begin
        Y <= 2'b00;
        current_state <= money_00;
        end
    else
        begin
            case(current_state)
                money_00:
                    begin
                        Y <= 2'b00;
                        if(X == 2'b00)      current_state <= money_00;
                        else if(X == 2'b01) current_state <= money_05;
                        else if(X == 2'b10) current_state <= money_10;
                    end
                money_05:
                    begin
                        Y <= 2'b00;
                        if(X == 2'b00)      current_state <= money_05;
                        else if(X == 2'b01) current_state <= money_10;
                        else if(X == 2'b10) current_state <= money_15;
                    end
                money_10:
                    begin
                        Y <= 2'b00;
                        if(X == 2'b00)      current_state <= money_10;
                        else if(X == 2'b01) current_state <= money_15;
                        else if(X == 2'b10) current_state <= money_20;
                    end
                money_15:
                    begin
                        Y <= 2'b10;
                        if(X == 2'b00)      current_state <= money_00;
                        else if(X == 2'b01) current_state <= money_05;
                        else if(X == 2'b10) current_state <= money_10;
                    end
                money_20:
                    begin
                        Y = 2'b11;
                        if(X == 2'b00)      current_state <= money_00;
                        else if(X == 2'b01) current_state <= money_05;
                        else if(X == 2'b10) current_state <= money_10;
                    end    
                default:
                    begin
                        current_state <= current_state;
                    end
            endcase
        end
end
endmodule
</file>
<file path="design/flow/run.sh">
#!/bin/bash
# OpenROAD 26Q1-2900-gdf79404cd8, Yosys 0.63+post, stock flow scripts
make -C /OpenROAD-flow-scripts/flow DESIGN_CONFIG=/design/flow/config.mk WORK_HOME=/design/flow/orfs finish
</file>
<file path="design/flow/config.mk">
export PLATFORM = sky130hd
export DESIGN_NAME = fsm_format1
export DESIGN_NICKNAME = fsm_format1
export VERILOG_FILES = /design/flow/design.v
export SDC_FILE = /design/flow/constraint.sdc
export NUM_CORES = 4
export LEC_CHECK = 1
export CORE_AREA = 10 10 70 70
export DIE_AREA = 0 0 80 80
</file>
<file path="design/flow/constraint.sdc">
current_design fsm_format1

set clk_period 1.3
set clk_io_pct 0.2

create_clock -name clk0 -period $clk_period [get_ports {clk}]

set non_clock_inputs [all_inputs -no_clocks]
set_input_delay [expr $clk_period * $clk_io_pct] -clock clk0 $non_clock_inputs
set_output_delay [expr $clk_period * $clk_io_pct] -clock clk0 [all_outputs]
</file>
==> flow_metrics.env <==
# flow metrics
export IMPL_initCoreUtil_pct=9.853
export IMPL_insertion_delay_ns=0.24
export IMPL_tightest_slew_ns=0.2948
export IMPL_synth_cell_types=23
export IMPL_pin_count=6
export IMPL_cap_viol_max_count=0
export IMPL_final_max_slew_viol_count=0
export IMPL_final_cells=87
export IMPL_cp_slowest_stage_delay_ns=0.40
export IMPL_setup_violations=0
export IMPL_warnings=25
export IMPL_fp_dieW_um=80
export IMPL_ys_ff=7
export IMPL_drt_pass1_iterations=2
export IMPL_worstSetupPathType="flip-flop to flip-flop"
export IMPL_logic_area_sq_um=145.1
export IMPL_slew_headroom_pct=80.28
export IMPL_antenna_found_initial=0
export IMPL_port_buffer_count=5
export IMPL_hold_viol=0
export IMPL_fmax_ghz=0.8304
export IMPL_drc=0
export IMPL_syn_area_sq_um=336.6
export IMPL_diodes=0
export IMPL_viasPerCell=2.943
export IMPL_cts_sinks=7
export IMPL_status="finished clean"
export IMPL_routed_wl_um=649
export IMPL_crit_fanout=4
export IMPL_timing_final_ws_setup_ns=0.09571
export IMPL_ys_cells=32
export IMPL_finalClockSkew_ns=0.0006483
export IMPL_gp_congestion=0.7393
export IMPL_irDropWorstVdd_mv=0.2435
export IMPL_overflow=0
export IMPL_crit_chain="or3_4 > a211oi_2 > a21oi_1"
export IMPL_htreeDepth=1
export IMPL_worst_setup_path_start_kind="flip-flop"
export IMPL_clkSlewWorstSetupHoldPaths_ns=0.05
export IMPL_pre_cts_slack_ns=-0.09882
export IMPL_post_drt_wl_per_cell_um=7.460
export IMPL_ys_warn_count=1
export IMPL_cts_max_path_buffers=2
export IMPL_cts_made_buffers=3
export IMPL_r2r_start="current_state[1]$_DFF_PN0_"
export IMPL_dieArea_sq_mm=0.006400
export IMPL_cp_end_kind="flip-flop"
export IMPL_crit_slowest_cell="dfrtp_1"
export IMPL_synth_area_leader_cell="dfrtp_1"
export IMPL_grt_pass1_wl_um=1104
export IMPL_tritoncts="built"
export IMPL_synth_top_cell_area_share_pct=44.61
export IMPL_fill_cells=398
export IMPL_fin_crit_ns=1.204
export IMPL_antenna_left=0
export IMPL_drt_initial_drc_count=20
export IMPL_ys_seq_share_pct=52.42
export IMPL_holdBufCountCts=0
export IMPL_leakagePower_nw=0.1806
export IMPL_area_leaders="dfrtp_1, dfstp_2, a211oi_2, and2_1, or3_4"
export IMPL_grt_start_max_net_pins=11
export IMPL_area_growth_syn_to_layout_pct=40.15
export IMPL_cp_required_ns=1.41
export IMPL_ys_area_sq_um=336.6
export IMPL_die_h_um=80
export IMPL_rsz0062_at_grt="false"
export IMPL_grt_pass1_vias=252
export IMPL_synth_cells=32
export IMPL_root_buffer="clkbuf_4"
export IMPL_placed_cells=83
export IMPL_finalClockPeriodUsage_pct=92.64
export IMPL_fp_row_count=21
export IMPL_hp_class="input port to asynchronous set/reset pin"
export IMPL_crit_start="current_state[1]$_DFF_PN0_"
export IMPL_dr_total_vias=256
export IMPL_whs_ns=0.2574
export IMPL_cp_arrival_ns=1.32
export IMPL_avgSynthCellArea_sq_um=10.52
export IMPL_powerDensity_mw_per_mm2=1190
export IMPL_drive_above_1_share_pct=24.39
export IMPL_grt_use_total_pct=2.190
export IMPL_place_hpwl_um=550.5
export IMPL_coreArea_sq_mm=0.003416
export IMPL_regArea_sq_um=176.4
[Yosys cell counts, drive strengths merged]
cell type	n
o21ai	2
or3	1
inv	1
a31oi	1
nor3b	1
buf	1
dfstp	1
nor2b	2
nor2	1
and2	2
nand2b	1
a211oi	1
a21oi	2
a31o	1
a311o	1
dfrtp	6
clkbuf	1
nor3	1
nand3	1
or2	1
o21a	1
nand2	2
[cells by family (layout without fill, tap and decap cells)]
logic type | count (synthesis) | in the layout | synth area share, %
buffers and inverters | 3 | 12 | 4.460
and+or+nand+nor | 13 | 13 | 23.79
DFF | 7 | 7 | 52.42
AOI/OAI and AO/OA | 9 | 9 | 19.33
[critical path, delay by kind of cell, from the launching register on]
kind	cells	cell delay, ns
AOI/OAI and AO/OA	2	0.28
DFF	1	0.40
and+or+nand+nor	1	0.40
[where the power goes]
group | total [mW] | internal (mW) | switching (mW)
registers | 0.268 | 0.249 | 0.0194
logic | 0.106 | 0.0618 | 0.0445
clock network | 0.187 | 0.116 | 0.0703
[sequential cells by signal (all words and copies together) (netlist names)]
name,count
Y,2
current_state,5
[layer usage]
layer	share of wire (%)	vias up	GRT usage [%]
li1	-	130	-
met1	37	117	2.233
met2	52	5	3.451
met3	6.3	4	1.364
met4	4.6	0	1.056
met5	0	-	0
[final timing paths]
check | end | slack [ns] | cells past startpoint
min in group clk0 | current_state[0]$_DFF_PN1_ | 0.50 | 2
worst max register to register | current_state[3]$_DFF_PN0_ | 0.1 | 3
max in group asynchronous | current_state[0]$_DFF_PN1_ | 0.77 | 1
worst min-delay path | Y[1]$_DFFE_PN0P_ | 0.26 | 1
worst min register to register | current_state[0]$_DFF_PN1_ | 0.50 | 2
worst max-delay path | current_state[3]$_DFF_PN0_ | 0.1 | 3
[per-stage QoR]
stage	cell area, sq um	power (mW)	util (%)	TNS, ns
2_1_floorplan	336.6	0.3349	-	0
3_3_place_gp	447.9	0.3892	13.11	-0.1581
3_5_place_dp	447.9	0.3905	13.11	-0.3113
4_1_cts	471.7	0.5780	13.81	0
5_1_grt	471.7	0.5947	13.81	0
6_report	471.7	0.5613	13.81	0
[layout by cell type, fill, tap and decap left out, drive strengths merged]
cell,Yosys,final
or2,1,1
dlygate4sd2,0,2
o21ai,2,2
a31oi,1,1
or3,1,1
inv,1,1
clkbuf,1,4
and2,2,2
nand2,2,2
nor2b,2,2
nand2b,1,1
o21a,1,1
dfrtp,6,6
nand3,1,1
a211oi,1,1
a21oi,2,2
clkdlybuf4s50,0,3
a311o,1,1
dfstp,1,1
nor3,1,1
a31o,1,1
nor2,1,1
buf,1,2
nor3b,1,1
[area by class of cell]
class / instances / share of cell area, %
Clock buffer: 4 / 5.570
Inverter: 1 / 0.7958
Multi-Input combinational cell: 22 / 30.77
Sequential cell: 7 / 37.40
Tap cell: 46 / 12.20
Timing Repair Buffer: 7 / 13.26
[what timing repair did]
| item | in CTS | in global routing |
|---|---|---|
| endpoints found under the setup margin | 2 | 0 |
| resized | 2 | 0 |
| setup buffers | 0 | 0 |
| hold endpoints to repair | 0 | 0 |
Power and IR drop assume default switching activity.
