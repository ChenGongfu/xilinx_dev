--- /design/flow/run.sh ---
#!/bin/bash
# OpenROAD 26Q1-2900-gdf79404cd8, Yosys 0.63+post, stock flow scripts
make -C /OpenROAD-flow-scripts/flow DESIGN_CONFIG=/design/flow/config.mk WORK_HOME=/design/flow/orfs finish
--- /design/flow/config.mk ---
export PLATFORM = sky130hd
export DESIGN_NAME = pl_led
export DESIGN_NICKNAME = pl_led
export VERILOG_FILES = /design/flow/design.v
export SDC_FILE = /design/flow/constraint.sdc
export NUM_CORES = 4
export LEC_CHECK = 1
export CORE_AREA = 10 10 103 103
export DIE_AREA = 0 0 113 113
--- /design/flow/constraint.sdc ---
current_design pl_led

set clk_period 3.9
set clk_io_pct 0.2

create_clock -name clk0 -period $clk_period [get_ports {sys_clk}]

set non_clock_inputs [all_inputs -no_clocks]
set_input_delay [expr $clk_period * $clk_io_pct] -clock clk0 $non_clock_inputs
set_output_delay [expr $clk_period * $clk_io_pct] -clock clk0 [all_outputs]
--- /design/flow/design.v ---
module pl_led(
    input sys_clk,
    input rst_n,
    output [3:0] pl_led
);
reg [3:0] pl_led_reg;
reg [31:0] cnt;
always @(posedge sys_clk or negedge rst_n) begin
    if(!rst_n) begin
        cnt <= 32'd0;
        pl_led_reg <= 4'd0;
    end
    else if(cnt <= 32'd49_999_999) begin
        pl_led_reg <= pl_led_reg;
        cnt <= cnt + 32'd1;
    end
    else begin
        cnt <= 32'd0;
        pl_led_reg <= ~pl_led_reg;
    end
end
assign pl_led = pl_led_reg;
endmodule
==> impl_metrics.ini <==
; implementation run metrics
[outcome]
status = complete, no violations

[place]
port_buffers = 5
dpl.hpwl_um = 1801
place.gp.congestion = 0.7518

[synth]
avgSynthCellArea_um2 = 10.47
ys_chip_area_mm2 = 0.001602
fa_ha_area_share_pct = 0.7813
synth_seq_share_pct = 56.25
ys.warnings.count = 1
simple_gate_share_pct = 24.53
syn_inst = 153
ys_seq_elements = 36
synth_area_mm2 = 0.001602
xor_share_pct = 14.77
logic_family = simple AND/OR/NAND/NOR gates
yosys-stat-cells = 153
aoi_share_pct = 1.875
yosysUniqueCellTypes = 27
mux_area_share_pct = 0

[detailed_routing]
antenna_left = 0
dr.pass1.iters = 4
diodes = 0
remaining_drc_errors = 0
vias = 1036
drt_iter0_markers = 49
via_per_inst = 3.781
wire_per_inst_um = 9.507
drt_wl_total_um = 2605

[final_timing]
finClkSkew_ps = 7.303
period_minus_slack_ps = 2014
slew_headroom_pct = 64.42
max_freq_mhz = 496.5
setup_violations = 0
drv_slew = 0
final.period_utilization_pct = 51.64
timing.setup.tns_ps = 0
tightest_slew_ps = 532.5
rsz0062_at_grt = no
hold_viol = 0

[die]
fp.dieH_um = 113
coreArea_mm2 = 0.008299
ios = 6
rows = 33
fp_util_pct = 19.30
die_area_mm2 = 0.01277
die_x_um = 113

[critical_path]
cp-start-kind = register
crit_chain = or4_1, o21ai_1, o311ai_4, buf_4, xor2_1
crit_slowest_cell = or4_1
cp_slowest_stage_delay_ps = 550
worst_ep_arrival_time_ps = 2160
worst-path-max-fanout = 19
path_class = register to register
worstPathRequired_ps = 4050
cp-end-kind = register

[power_and_ir_drop]
power_density_mw_per_mm2 = 373.2
p_clk_share_pct = 34.1
comb_power_share_pct = 7.9
switching_share_pct = 21.20
intPower_w = 0.0005571
switching_power_w = 0.0001498
finalPower_w = 0.0007070
p_leak_nw = 0.7213
p_seq_share_pct = 58.0
max-vdd-ir-drop_v = 0.0002941

[hold_path]
hold_path.class = register to register

[global_routing]
grt_max_degree = 37
grt-ovfl-total = 0
grt_pass1_vias = 958
grt_first_pass_wirelength_um = 4526
antenna_found_initial = 0
grtUsageTotal_pct = 4.051

[clocking]
clockRootBuffer = clkbuf_8
cts_made_buffers = 5
cts_sinks = 36
path_clk_slew_ps = 70
postCtsSetupRepairBufs = 0
cts_tree = yes
h-tree-depth = 2
clk_latency_ps = 280
cts_hold_buf = 0
cts_resized = 0
clk_path_buf_depth = 2

[final_layout]
drive_gt1_share_pct = 6.509
area_growth_pct = 18.28
lay_top_count = dfrtp_1
fin_util_pct = 22.83
fill_cells = 867
largest_reg_flops = 32
layout_top_cells = dfrtp_1 (36), nor2_1 (33), xnor2_1 (15)

[job]
openroad.warnings = 25
max_cap_viol_count = 0
## synthesized netlist by cell type (all sizes together)
cell	count	area share, %
a21oi	1	0.31
a31oi	1	0.39
and2	1	0.39
and3	4	1.6
and3b	1	0.55
and4	3	1.7
buf	3	1.1
conb	1	0.23
dfrtp	36	56
ha	1	0.78
inv	2	0.47
nand2	10	2.3
nand3	7	2.2
nand4	5	2.9
nand4b	1	0.55
nor2	33	7.7
nor3	8	2.5
nor4	3	1.2
o21ai	2	0.62
o311ai	1	0.55
or4	2	0.94
xnor2	15	8.2
xor2	12	6.6
## kinds of logic after synthesis
family,count (synthesis)
and+or+nand+nor,78
DFF,36
xor gates and xnor gates,27
AOI/OAI and AO/OA,5
buffers and inverters,5
adders and majority gates,1
other,1
## path summary, 6_finish.rpt
path | startpoint | to | slack [ps] | depth (start not counted)
setup / recovery | cnt[11]$_DFF_PN0_ | pl_led_reg[3]$_DFFE_PN0N_ | 1890 | 5
hold / removal | pl_led_reg[3]$_DFFE_PN0N_ | pl_led_reg[3]$_DFFE_PN0N_ | 470 | 1
setup reg to reg | cnt[11]$_DFF_PN0_ | pl_led_reg[3]$_DFFE_PN0N_ | 1890 | 5
hold reg to reg | pl_led_reg[3]$_DFFE_PN0N_ | pl_led_reg[3]$_DFFE_PN0N_ | 470 | 1
max in group asynchronous | rst_n | cnt[15]$_DFF_PN0_ | 2670 | 2
min in group asynchronous | rst_n | cnt[3]$_DFF_PN0_ | 910 | 2
## final cells by class
cell class	instances	area, µm²	area share (%)
multi-input cells	117	711.9	37.58
clock inverters	1	5.005	0.2642
well taps	105	131.4	6.935
repair buffers	7	65.06	3.435
inverters	2	7.507	0.3963
flip-flops and latches	36	900.9	47.56
clock buffers	6	72.57	3.831
## through the flow
stage               cell area [µm²]  cells  setup slack [ps]  hold WS [ps]
floorplan                      1620    158              2257         420.4
global placement               1817    267              1920         454.9
detailed placement             1817    267              1878         458.2
CTS                            1894    274              1861         469.6
global route                   1894    274              1749         489.0
finish                         1894    274              1886         470.3
## worst max-delay path: cells and delay by family (launching register included)
kind	cells	cell delay [ps]
and+or+nand+nor	1	550
DFF	1	460
AOI/OAI and AO/OA	2	440
buffers and inverters	1	270
xor gates and xnor gates	1	160
## routing by layer
layer	GRT usage [%]	up-vias	wire (µm)
met5	0	-	0
li1	-	539	-
met1	6.283	485	1429
met2	5.415	9	1034
met4	0.4230	0	21
met3	1.389	3	120
## power by group through the flow
| stage | Combinational [W] | Clock [W] | Sequential [W] |
|---|---|---|---|
| after CTS | 0.0000590 | 0.000253 | 0.000410 |
| after global routing | 0.0000640 | 0.000271 | 0.000413 |
| final | 0.0000561 | 0.000241 | 0.000410 |
Power is estimated from default activity; no workload was simulated.
